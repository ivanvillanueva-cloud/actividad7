==> flow/design.v <==
`timescale 1ns / 1ps
module command_parser (
    input  logic clk,
    input  logic reset,
    input  logic [7:0] rx_byte,
    input  logic       rx_valid,
    output logic       cmd_ready,
    output logic       seq_sel,    
    output logic [7:0] n_value
);
    typedef enum logic [2:0] {
        S_WAIT_LETTER,
        S_WAIT_COMMA,
        S_WAIT_NUM1,
        S_WAIT_LF,
        S_DONE
    } pstate_t;
    pstate_t state;
    logic [7:0] tens;
    logic       got_two_digits;
    assign cmd_ready = (state == S_DONE);
    always_ff @(posedge clk or posedge reset) begin
        if (reset) begin
            state          <= S_WAIT_LETTER;
            seq_sel        <= 1'b0;
            n_value        <= 8'd0;
            tens           <= 8'd0;
            got_two_digits <= 1'b0;
        end else begin
            if (rx_valid) begin
                unique case (state)
                    S_WAIT_LETTER: begin
                        if (rx_byte == "P") begin
                            seq_sel <= 1'b0;
                            state   <= S_WAIT_COMMA;
                        end else if (rx_byte == "M") begin
                            seq_sel <= 1'b1;
                            state   <= S_WAIT_COMMA;
                        end else begin
                            state <= S_WAIT_LETTER;  
                        end
                    end
                    S_WAIT_COMMA: begin
                        if (rx_byte == ",")
                            state <= S_WAIT_NUM1;
                        else
                            state <= S_WAIT_LETTER;  
                    end
                    S_WAIT_NUM1: begin
                        if (rx_byte >= "0" && rx_byte <= "9") begin
                            tens           <= rx_byte - "0";
                            got_two_digits <= 1'b0;
                            state          <= S_WAIT_LF;
                        end else begin
                            state <= S_WAIT_LETTER;
                        end
                    end
                    S_WAIT_LF: begin
                        if (rx_byte >= "0" && rx_byte <= "9") begin
                            n_value        <= (tens * 10) + (rx_byte - "0");
                            got_two_digits <= 1'b1;
                        end else if (rx_byte == "\n" || rx_byte == 8'h0D) begin
                            if (!got_two_digits)
                                n_value <= tens;
                            state <= S_DONE;
                        end
                    end
                    S_DONE: begin
                        state <= S_DONE;
                    end
                    default: state <= S_WAIT_LETTER;
                endcase
            end
        end
    end
endmodule
`timescale 1ns / 1ps
module moser_unit (
    input  logic        clk,
    input  logic        reset,
    input  logic        start,
    input  logic [7:0]  n,
    output logic [31:0] result,
    output logic        done
);
    typedef enum logic [1:0] {IDLE, RUN, FINISH} state_t;
    state_t state;
    logic [7:0]  n_work;
    logic [31:0] acc;
    always_ff @(posedge clk or posedge reset) begin
        if (reset) begin
            state  <= IDLE;
            result <= 32'd0;
            done   <= 1'b0;
        end else begin
            done <= 1'b0;
            case (state)
                IDLE: begin
                    if (start) begin
                        if (n == 0) begin
                            result <= 32'd0;
                            state  <= FINISH;
                        end else begin
                            n_work <= n;
                            acc    <= 32'd0;
                            state  <= RUN;
                        end
                    end
                end
                RUN: begin
                    if (n_work != 0) begin
                        acc    <= (acc << 2) + (n_work[0] ? 32'd1 : 32'd0);
                        n_work <= n_work >> 1;
                    end else begin
                        result <= acc;
                        state  <= FINISH;
                    end
                end
                FINISH: begin
                    done  <= 1'b1;
                    state <= IDLE;
                end
            endcase
        end
    end
endmodule
`timescale 1ns / 1ps
module padovan_unit (
    input  logic        clk,
    input  logic        reset,
    input  logic        start,
    input  logic [7:0]  n,
    output logic [31:0] result,
    output logic        done
);
    typedef enum logic [1:0] {IDLE, INIT, LOOP, FINISH} state_t;
    state_t state;
    logic [31:0] p0, p1, p2;
    logic [7:0]  i;
    always_ff @(posedge clk or posedge reset) begin
        if (reset) begin
            state  <= IDLE;
            result <= 32'd0;
            done   <= 1'b0;
        end else begin
            done <= 1'b0;
            case (state)
                IDLE: begin
                    if (start)
                        state <= INIT;
                end
                INIT: begin
                    p0 <= 32'd1;
                    p1 <= 32'd1;
                    p2 <= 32'd1;
                    i  <= 8'd3;
                    if (n == 0 || n == 1 || n == 2) begin
                        result <= 32'd1;
                        state  <= FINISH;
                    end else begin
                        state <= LOOP;
                    end
                end
                LOOP: begin
                    if (i <= n) begin
                        logic [31:0] new_p;
                        new_p = p0 + p1;
                        p0 <= p1;
                        p1 <= p2;
                        p2 <= new_p;
                        i  <= i + 1;
                        if (i == n) begin
                            result <= new_p;
                            state  <= FINISH;
                        end
                    end
                end
                FINISH: begin
                    done  <= 1'b1;
                    state <= IDLE;
                end
            endcase
        end
    end
endmodule
`timescale 1ns / 1ps
module Rx (
    input  logic        clk_fpga,   
    input  logic        reset,      
    input  logic        RxD,       
    output logic [7:0]  RxData,
    output logic        data_valid      
);
    parameter int clk_freq    = 100_000_000;
    parameter int baud_rate   = 115200;
    parameter int div_sample  = 4;    
    parameter int div_counter = clk_freq / (baud_rate * div_sample);
    parameter int mid_sample  = div_sample / 2;
    parameter int div_bit     = 10;   
    typedef enum logic {IDLE=0, RECEIVING=1} state_t;
    state_t state, nextstate;
    logic [3:0]  bit_counter;         
    logic [1:0]  sample_counter;      
    logic [13:0] baudrate_counter;    
    logic [9:0]  rxshift_reg;         
    logic shift;
    logic clear_bitcounter, inc_bitcounter;
    logic clear_samplecounter, inc_samplecounter;
    assign RxData = rxshift_reg[8:1];    
    always_ff @(posedge clk_fpga or posedge reset) begin
        if (reset) begin
            state            <= IDLE;
            bit_counter      <= '0;
            sample_counter   <= '0;
            baudrate_counter <= '0;
            rxshift_reg      <= '0;
            data_valid       <= 1'b0;
        end else begin
            data_valid <= 1'b0;     
            baudrate_counter <= baudrate_counter + 1;
            if (baudrate_counter >= div_counter - 1) begin
                baudrate_counter <= 0;
                state <= nextstate;
                if (shift)
                    rxshift_reg <= {RxD, rxshift_reg[9:1]};
                if (clear_samplecounter)
                    sample_counter <= 0;
                else if (inc_samplecounter)
                    sample_counter <= sample_counter + 1;
                if (clear_bitcounter)
                    bit_counter <= 0;
                else if (inc_bitcounter)
                    bit_counter <= bit_counter + 1;
                if (state == RECEIVING &&
                    bit_counter == div_bit - 1 &&
                    sample_counter == div_sample - 1) begin
                    data_valid <= 1'b1;
                end
            end
        end
    end
    always_comb begin
        shift               = 1'b0;
        clear_samplecounter = 1'b0;
        inc_samplecounter   = 1'b0;
        clear_bitcounter    = 1'b0;
        inc_bitcounter      = 1'b0;
        nextstate           = state;
        case (state)
            IDLE: begin
                if (!RxD) begin
                    nextstate           = RECEIVING;
                    clear_bitcounter    = 1'b1;
                    clear_samplecounter = 1'b1;
                end
            end
            RECEIVING: begin
                nextstate = RECEIVING;
                if (sample_counter == mid_sample - 1)
                    shift = 1'b1;
                if (sample_counter == div_sample - 1) begin
                    inc_bitcounter     = 1'b1;
                    clear_samplecounter= 1'b1;
                    if (bit_counter == div_bit - 1)
                        nextstate = IDLE;
                end else begin
                    inc_samplecounter = 1'b1;
                end
            end
            default: nextstate = IDLE;
        endcase
    end
endmodule
`timescale 1ns / 1ps
module top_cmd_uart #(
    parameter integer CLOCK_FREQ = 100_000_000,
    parameter integer BAUD_RATE  = 115200
)(
    input  logic       clk,
    input  logic       reset,
    input  logic       RxD,
    output logic       TxD,
    output logic [7:0] led
);
    logic [7:0] rx_byte;
    logic       rx_valid;
    Rx #(
        .clk_freq  (CLOCK_FREQ),
        .baud_rate (BAUD_RATE)
    ) u_rx (
        .clk_fpga   (clk),
        .reset      (reset),
        .RxD        (RxD),
        .RxData     (rx_byte),
        .data_valid (rx_valid)
    );
    logic [7:0] tx_data;
    logic       tx_start;
    logic       tx_free;
    Tx #(
        .CLOCK_FREQ (CLOCK_FREQ),
        .BAUD_RATE  (BAUD_RATE)
    ) u_tx (
        .clk    (clk),
        .reset  (reset),
        .ready  (tx_start),
        .tx_data(tx_data),
        .TxD    (TxD),
        .tdre   (tx_free)
    );
    logic       cmd_ready;
    logic       seq_sel;      
    logic [7:0] n_value;
    command_parser u_parser (
        .clk      (clk),
        .reset    (reset),
        .rx_byte  (rx_byte),
        .rx_valid (rx_valid),
        .cmd_ready(cmd_ready),
        .seq_sel  (seq_sel),
        .n_value  (n_value)
    );
    logic        pad_start, pad_done;
    logic [31:0] pad_res;
    padovan_unit u_pad (
        .clk    (clk),
        .reset  (reset),
        .start  (pad_start),
        .n      (n_value),
        .result (pad_res),
        .done   (pad_done)
    );
    logic        mos_start, mos_done;
    logic [31:0] mos_res;
    moser_unit u_mos (
        .clk    (clk),
        .reset  (reset),
        .start  (mos_start),
        .n      (n_value),
        .result (mos_res),
        .done   (mos_done)
    );
    typedef enum logic [2:0] {
        S_WAIT_CMD,
        S_START_CALC,
        S_WAIT_CALC,
        S_SEND_B0,
        S_SEND_B1,
        S_SEND_B2,
        S_SEND_B3
    } main_state_t;
    main_state_t state;
    logic [31:0] result_reg;
    assign pad_start = (state == S_START_CALC) && (cmd_ready) && (seq_sel == 1'b0);
    assign mos_start = (state == S_START_CALC) && (cmd_ready) && (seq_sel == 1'b1);
    assign led = rx_byte;
    always_ff @(posedge clk or posedge reset) begin
        if (reset) begin
            state    <= S_WAIT_CMD;
            tx_data  <= 8'd0;
            tx_start <= 1'b0;
            result_reg <= 32'd0;
        end else begin
            tx_start <= 1'b0;  
            case (state)
                S_WAIT_CMD: begin
                    if (cmd_ready) begin
                        state <= S_START_CALC;
                    end
                end
                S_START_CALC: begin
                    state <= S_WAIT_CALC;
                end
                S_WAIT_CALC: begin
                    if (!seq_sel && pad_done) begin
                        result_reg <= pad_res;
                        state      <= S_SEND_B0;
                    end else if (seq_sel && mos_done) begin
                        result_reg <= mos_res;
                        state      <= S_SEND_B0;
                    end
                end
                S_SEND_B0: begin
                    if (tx_free) begin
                        tx_data  <= result_reg[31:24];
                        tx_start <= 1'b1;
                        state    <= S_SEND_B1;
                    end
                end
                S_SEND_B1: begin
                    if (tx_free) begin
                        tx_data  <= result_reg[23:16];
                        tx_start <= 1'b1;
                        state    <= S_SEND_B2;
                    end
                end
                S_SEND_B2: begin
                    if (tx_free) begin
                        tx_data  <= result_reg[15:8];
                        tx_start <= 1'b1;
                        state    <= S_SEND_B3;
                    end
                end
                S_SEND_B3: begin
                    if (tx_free) begin
                        tx_data  <= result_reg[7:0];
                        tx_start <= 1'b1;
                        state    <= S_WAIT_CMD;  
                    end
                end
                default: state <= S_WAIT_CMD;
            endcase
        end
    end
endmodule
module Tx #(
    parameter integer CLOCK_FREQ = 100_000_000,
    parameter integer BAUD_RATE  = 115200
) (
    input  logic        clk,
    input  logic        reset,
    input  logic        ready,       
    input  logic [7:0]  tx_data,
    output logic        TxD,
    output logic        tdre         
);
    localparam integer CYCLES_PER_BIT = (CLOCK_FREQ + BAUD_RATE - 1) / BAUD_RATE;  
    localparam integer BAUD_MAX       = (CYCLES_PER_BIT > 0) ? (CYCLES_PER_BIT - 1) : 0;
    localparam integer BAUD_CNT_WIDTH = $clog2(BAUD_MAX + 1);
    typedef enum logic [1:0] {
        S_MARK,    
        S_START,   
        S_DATA,    
        S_STOP     
    } state_t;
    state_t state, next_state;
    logic [7:0] txbuff;
    logic [2:0] bit_count;
    logic [BAUD_CNT_WIDTH-1:0] baud_count;
    logic ready_sync;
    always_ff @(posedge clk or posedge reset) begin
        if (reset)
            ready_sync <= 1'b0;
        else
            ready_sync <= ready;
    end
    always_ff @(posedge clk or posedge reset) begin
        if (reset)
            state <= S_MARK;
        else
            state <= next_state;
    end
    always_comb begin
        next_state = state;
        case (state)
            S_MARK: begin
                if (ready_sync && tdre)
                    next_state = S_START;
            end
            S_START: begin
                if (baud_count == BAUD_MAX)
                    next_state = S_DATA;
            end
            S_DATA: begin
                if ((baud_count == BAUD_MAX) && (bit_count == 3'd7))
                    next_state = S_STOP;
            end
            S_STOP: begin
                if (baud_count == BAUD_MAX)
                    next_state = S_MARK;
            end
            default: next_state = S_MARK;
        endcase
    end
    always_ff @(posedge clk or posedge reset) begin
        if (reset) begin
            TxD        <= 1'b1;
            tdre       <= 1'b1;
            baud_count <= '0;
            bit_count  <= '0;
            txbuff     <= '0;
        end else begin
            case (state)
                S_MARK: begin
                    TxD        <= 1'b1;
                    baud_count <= '0;
                    bit_count  <= '0;
                    if (ready_sync && tdre) begin
                        txbuff <= tx_data;   
                        tdre   <= 1'b0;      
                    end else begin
                        tdre   <= 1'b1;      
                    end
                end
                S_START: begin
                    TxD <= 1'b0;  
                    if (baud_count == BAUD_MAX) begin
                        baud_count <= '0;
                    end else begin
                        baud_count <= baud_count + 1;
                    end
                end
                S_DATA: begin
                    TxD <= txbuff[0];  
                    if (baud_count == BAUD_MAX) begin
                        baud_count <= '0;
                        txbuff    <= {1'b0, txbuff[7:1]};
                        bit_count <= bit_count + 1;
                    end else begin
                        baud_count <= baud_count + 1;
                    end
                end
                S_STOP: begin
                    TxD <= 1'b1;  
                    if (baud_count == BAUD_MAX) begin
                        baud_count <= '0;
                        tdre       <= 1'b1;  
                    end else begin
                        baud_count <= baud_count + 1;
                    end
                end
                default: begin
                    TxD        <= 1'b1;
                    tdre       <= 1'b1;
                    baud_count <= '0;
                    bit_count  <= '0;
                end
            endcase
        end
    end
endmodule
==> flow/run.sh <==
#!/bin/bash
# OpenROAD 26Q1-2900-gdf79404cd8, Yosys 0.63+post, stock flow scripts
make -C /OpenROAD-flow-scripts/flow DESIGN_CONFIG=/design/flow/config.mk WORK_HOME=/design/flow/orfs finish
==> flow/config.mk <==
export PLATFORM = sky130hd
export DESIGN_NAME = top_cmd_uart
export DESIGN_NICKNAME = top_cmd_uart
export VERILOG_FILES = /design/flow/design.v
export SDC_FILE = /design/flow/constraint.sdc
export NUM_CORES = 4
export LEC_CHECK = 1
export CORE_UTILIZATION = 30
==> flow/constraint.sdc <==
current_design top_cmd_uart

set clk_period 22.6
set clk_io_pct 0.2

create_clock -name clk0 -period $clk_period [get_ports {clk}]

set non_clock_inputs [all_inputs -no_clocks]
set_input_delay [expr $clk_period * $clk_io_pct] -clock clk0 $non_clock_inputs
set_output_delay [expr $clk_period * $clk_io_pct] -clock clk0 [all_outputs]
==> results_slide.txt <==
Implementation Results

STA
  • Final setup viols: 0
  • Final hold violation count: 0
  • Min setup slack post-route: 16130 ps
  • Unrepaired setup endpoints after global routing: no
  • Highest clock rate: 154.7 MHz
  • Post-route fraction of the period consumed by the critical path: 0.2861
  • Relative max-transition margin: 0.4176
  • Sum Neg Setup Slack: 0 ps
  • Tightest hold margin: ~350 ps
  • Max-slew violation count: 0
  • Final Critical Period: 6466 ps
  • Setup clock skew after layout: roughly 16 ps
  • Transition time at the pin with the least slew margin: 873.6 ps

Hold path
  • Hold Crit Depth: 0
  • Hold-critical path endpoint: u_tx.ready_sync$_DFF_PP0_
  • Class of the tightest hold or removal check: flip-flop to flip-flop
  • Launch instance of the worst min-delay path: tx_start$_DFF_PP0_

Critical path
  • Longest individual stage delay on the worst path: 670 ps
  • Worst R2R Start: u_parser.n_value[1]$_DFFE_PP0P_
  • Critical Path AT: 6610 ps
  • CP Capture Type: flip-flop
  • Critical Path Start Type: input pin
  • Critical path's slowest cell: buf_4
  • Slack of the worst reg-to-reg path: 18910 ps
  • Worst path top cell family by delay: buffers and inverters
  • Worst setup path category: input pin to flip-flop
  • Cell Chain, Critical Path: clkdlybuf4s50_1, nor3_2, buf_4, buf_4
  • Required time of the worst setup path: about 23000 ps
  • Endpoint of the worst-slack reg-to-reg timing path: u_pad.p1[1]$_SDFFCE_PN0P_
  • Cell with the most instances on the worst path: buf_4
  • Depth of the critical timing path with buffers and inverters included: 4
  • Combined buffer and inverter count along the critical path: 3
  • Number of cells on the worst reg-to-reg path: 12
  • Maximum fanout along the worst path: 65

Cells and area
  • Layout cell share with drive strength beyond 1: 0.09702
  • Filler instances: 4708
  • Layout Cell Area excl Fill: 16790 um^2
  • Share of the core filled with cells in the final layout: 0.3431
  • Sequential Area: 8533 um^2
  • Number of standard cells in the layout, taps in and fillers out: 1973
  • Area of the multi-input gates: slightly below 6000 um^2
  • Area overhead of the layout relative to synthesis: 12.71%

Synthesis
  • Top logic family: AND-OR/OR-AND gates
  • Most instantiated flip-flop cell in the synthesis netlist: dfrtp_1
  • Yosys cell count: 1273
  • Chip area line of the yosys report: 14900 um^2
  • Synth top area share: 0.3023
  • Post-synthesis sequential area ratio: 0.5726
  • Syn avg cell area: 11.71 um^2
  • Gate count of the mapped netlist: 1273
  • Synthesis-stage register bit count: between 300 and 400
  • Number of warnings reported in the yosys synthesis log: 6
  • Cell type with the largest total area after synthesis: dfrtp_1
  • Cell area after synthesis: around 15000 um^2
  • Post-synth cell types: 75
  • Top area cell types: dfrtp_1, edfxtp_1, ha_1
  • Compound-cell area share of the yosys netlist: 0.1331
  • Simple logic cell fraction of the synthesized area: 0.1223
  • Count of library flops with an enable pin: 128
  • Arithmetic-cell share of the synthesized area counting full adders, half adders and majority gates: 0.06449
  • Post-synthesis xor/xnor area fraction: 0.03115
  • Share of synthesized registers carrying an async set or reset: 0.5937
  • Mux share of post-synthesis cell area: 0.04308

Route
  • Average wire length per cell after detail routing: 14.16 um
  • Top metal layer carrying routed signals: met4
  • Post-detailed-route via-to-cell ratio: 4.687
  • Met2 wire len: 12320 um
  • Number of design rule violations left after detail routing: 0
  • DRT antenna net count: 0
  • Wire length on met1: 13870 um
  • Total wirelength of the detailed-routed design: 27950 um
  • Count of antenna diodes in the layout: 0
  • Number of search-and-repair iterations in the first detailed-routing pass: 5
  • Met3 WL post-DR: 1155 um
  • 1st-iter DRT viols: 656
  • Via Count: 9248

Floorplanning
  • Core ar.: 48950 um^2
  • Die Span X: 224.9 um
  • Area of the chip: ~50000 um^2
  • Count of boundary I/O pins: 12
  • Total number of placement rows: 81
  • Initial core utilization: 0.3044
  • Die Ht: 224.9 um

Clock tree
  • CTS HTree Levels: 2
  • Clock transition time at the flip-flop clock pins of the worst setup and hold paths: about 60 ps
  • CTS Buffer Depth: 3
  • Number of buffers inserted to repair setup after CTS: 0
  • Cells resized by post-CTS repair: 0
  • Clock root buffer: clkbuf_16
  • Insertion delay at the late pin of the worst-skew pair: approximately 520 ps
  • # hold bufs at CTS: 0
  • Sinks on the clock net: 315
  • Clock tree from TritonCTS: yes
  • Cts bufs inserted: 34

Flow run
  • Tool Warnings: 33
  • Number of maximum-capacitance constraint violations: 0

Pwr
  • Static Leakage: between 7 and 8 nW
  • Peak supply drop: approximately 54 uV
  • Power Dens Cells: between 70 and 80 nW/um^2
  • Power after layout: 1.237 mW

GRT
  • Global-route wire length before repair: 47840 um
  • Number of antenna violations at the first check in global routing: 0
  • Largest net degree at the start of global routing: 84
  • Overall global routing resource usage: 0.1201
  • Sum of overflow across all layers after global routing: 0
  • Via count of the first global-routing pass: 9010

Place
  • Placer congestion estimate: 0.8824
  • Post-Place Worst Slack: 15580 ps
  • Detailed-placement wirelength estimate: roughly 19000 um
  • Placement Cell Area: 15740 um^2
  • Cells after DPL: 1913
  • Number of buffers inserted by port buffering: 11

Outcome
  • Result of the run: finished clean
## cell usage in the layout (no fill, tap or decap), drive strengths merged, types with 16 or more instances in the layout
cell	instances
dfrtp	180
mux2i	27
a21oi	56
buf	16
nand2	103
o21ai	74
edfxtp	128
xnor2	32
a21o	16
nand3	24
inv	62
ha	72
xor2	21
clkbuf	52
mux2	33
nor2	85
a22o	43
and2	90
## logic make-up after synthesis
logic type / count (synthesis)
other cells: 1
fa+ha+maj: 75
simple gates: 368
flops: 315
compound gates: 285
buf+inv: 116
xor+xnor: 53
mux: 60
## where the power goes
| part | leakage (nW) | switching, mW | internal, mW |
|---|---|---|---|
| combinational | 2.81 | 0.0414 | 0.0439 |
| clock | 0.512 | 0.223 | 0.304 |
| sequential | 3.79 | 0.0195 | 0.605 |
| total | 7.11 | 0.284 | 0.953 |
## cell usage after synthesis, drive strengths merged, types with 3 or more instances
library cell	count
nand2	103
and2	90
o21ai	74
a222oi	8
o2bb2ai	3
nor2	85
fa	3
o21bai	9
a21oi	56
a211oi	10
or2	3
o21a	13
xnor2	32
dfrtp	180
nor4	5
mux2	33
inv	60
nand3	24
clkbuf	38
nand2b	10
o211ai	5
ha	72
dfstp	7
o31ai	8
a22o	43
mux2i	27
a31oi	5
o22ai	3
buf	17
edfxtp	128
a32o	5
nand4	11
xor2	21
a21o	16
and3	8
a21boi	9
nor2b	4
a41oi	3
nor3	13
nand3b	3
## how the worst max path moves through the flow
stage      from                        end
4_1_cts   reset  u_pad.p0[0]$_SDFFCE_PN1P_
5_1_grt   reset  u_pad.p1[1]$_SDFFCE_PN0P_
6_report  reset  u_pad.p1[1]$_SDFFCE_PN0P_
## per-layer routing
layer / GRT usage / vias up
met5: 0 / -
met4: 0.02370 / 0
met3: 0.02027 / 42
met2: 0.1708 / 139
met1: 0.2003 / 4472
li1: - / 4595
## worst reg2reg max path, delay by kind of cell, from the launching register on
| family | cells | cell delay [ps] |
|---|---|---|
| AND/OR/NAND/NOR | 2 | 270 |
| adder cells (fa/ha/maj) | 1 | 320 |
| buffers and inverters | 3 | 1370 |
| flip-flops | 1 | 380 |
| AND-OR/OR-AND | 6 | 960 |
## final cells by class
class | count | share of cell area
flip-flops and latches | 315 | 0.5081
multi-input cells | 847 | 0.3522
clock buffers | 52 | 0.05893
well taps | 664 | 0.04947
inverters | 60 | 0.01386
repair buffers | 27 | 0.01371
clock inverters | 8 | 0.003799
No activity file was given, so power comes from the tool's default toggle rates.
