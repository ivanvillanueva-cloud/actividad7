<file path="design/flow/design.v">
`timescale 1ns / 1ps
module echo_uart_top #(
    parameter integer CLOCK_FREQ = 100_000_000,
    parameter integer BAUD_RATE  = 115200
)(
    input  logic        clk,
    input  logic        reset,
    input  logic        RxD,         
    output logic        TxD,         
    output logic [7:0]  led          
);
    logic [7:0] received_data;
    logic       rx_valid;
    logic [7:0] tx_data;
    logic       tx_ready;    
    logic       tx_free;     
    Rx #(
        .clk_freq  (CLOCK_FREQ),
        .baud_rate (BAUD_RATE)
    ) uart_rx (
        .clk_fpga   (clk),
        .reset      (reset),
        .RxD        (RxD),
        .RxData     (received_data),
        .data_valid (rx_valid)
    );
    Tx #(
        .CLOCK_FREQ (CLOCK_FREQ),
        .BAUD_RATE  (BAUD_RATE)
    ) uart_tx (
        .clk    (clk),
        .reset  (reset),
        .ready  (tx_ready),      
        .tx_data(tx_data),
        .TxD    (TxD),
        .tdre   (tx_free)
    );
    typedef enum logic [1:0] {
        IDLE,
        SEND_ECHO,
        WAIT_TX
    } state_t;
    state_t state;
    always_ff @(posedge clk or posedge reset) begin
        if (reset) begin
            state    <= IDLE;
            tx_data  <= 8'd0;
            tx_ready <= 1'b0;
        end else begin
            case (state)
                IDLE: begin
                    tx_ready <= 1'b0;   
                    if (rx_valid && tx_free) begin
                        tx_data  <= received_data;
                        tx_ready <= 1'b1;    
                        state    <= SEND_ECHO;
                    end
                end
                SEND_ECHO: begin
                    if (!tx_free) begin
                        tx_ready <= 1'b0;    
                        state    <= WAIT_TX;
                    end
                end
                WAIT_TX: begin
                    if (tx_free) begin
                        state <= IDLE;
                    end
                end
                default: state <= IDLE;
            endcase
        end
    end
    assign led = received_data;
endmodule
`timescale 1ns / 1ps
module Rx (
    input  logic        clk_fpga,   
    input  logic        reset,      
    input  logic        RxD,       
    output logic [7:0]  RxData,
    output logic        data_valid      
);
    parameter int clk_freq    = 100_000_000;
    parameter int baud_rate   = 115200;
    parameter int div_sample  = 4;    
    parameter int div_counter = clk_freq / (baud_rate * div_sample);
    parameter int mid_sample  = div_sample / 2;
    parameter int div_bit     = 10;   
    typedef enum logic {IDLE=0, RECEIVING=1} state_t;
    state_t state, nextstate;
    logic [3:0]  bit_counter;         
    logic [1:0]  sample_counter;      
    logic [13:0] baudrate_counter;    
    logic [9:0]  rxshift_reg;         
    logic shift;
    logic clear_bitcounter, inc_bitcounter;
    logic clear_samplecounter, inc_samplecounter;
    assign RxData = rxshift_reg[8:1];    
    always_ff @(posedge clk_fpga or posedge reset) begin
        if (reset) begin
            state            <= IDLE;
            bit_counter      <= '0;
            sample_counter   <= '0;
            baudrate_counter <= '0;
            rxshift_reg      <= '0;
            data_valid       <= 1'b0;
        end else begin
            data_valid <= 1'b0;     
            baudrate_counter <= baudrate_counter + 1;
            if (baudrate_counter >= div_counter - 1) begin
                baudrate_counter <= 0;
                state <= nextstate;
                if (shift)
                    rxshift_reg <= {RxD, rxshift_reg[9:1]};
                if (clear_samplecounter)
                    sample_counter <= 0;
                else if (inc_samplecounter)
                    sample_counter <= sample_counter + 1;
                if (clear_bitcounter)
                    bit_counter <= 0;
                else if (inc_bitcounter)
                    bit_counter <= bit_counter + 1;
                if (state == RECEIVING &&
                    bit_counter == div_bit - 1 &&
                    sample_counter == div_sample - 1) begin
                    data_valid <= 1'b1;
                end
            end
        end
    end
    always_comb begin
        shift               = 1'b0;
        clear_samplecounter = 1'b0;
        inc_samplecounter   = 1'b0;
        clear_bitcounter    = 1'b0;
        inc_bitcounter      = 1'b0;
        nextstate           = state;
        case (state)
            IDLE: begin
                if (!RxD) begin
                    nextstate           = RECEIVING;
                    clear_bitcounter    = 1'b1;
                    clear_samplecounter = 1'b1;
                end
            end
            RECEIVING: begin
                nextstate = RECEIVING;
                if (sample_counter == mid_sample - 1)
                    shift = 1'b1;
                if (sample_counter == div_sample - 1) begin
                    inc_bitcounter     = 1'b1;
                    clear_samplecounter= 1'b1;
                    if (bit_counter == div_bit - 1)
                        nextstate = IDLE;
                end else begin
                    inc_samplecounter = 1'b1;
                end
            end
            default: nextstate = IDLE;
        endcase
    end
endmodule
module Tx #(
    parameter integer CLOCK_FREQ = 100_000_000,
    parameter integer BAUD_RATE  = 115200
) (
    input  logic        clk,
    input  logic        reset,
    input  logic        ready,       
    input  logic [7:0]  tx_data,
    output logic        TxD,
    output logic        tdre         
);
    localparam integer CYCLES_PER_BIT = (CLOCK_FREQ + BAUD_RATE - 1) / BAUD_RATE;  
    localparam integer BAUD_MAX       = (CYCLES_PER_BIT > 0) ? (CYCLES_PER_BIT - 1) : 0;
    localparam integer BAUD_CNT_WIDTH = $clog2(BAUD_MAX + 1);
    typedef enum logic [1:0] {
        S_MARK,    
        S_START,   
        S_DATA,    
        S_STOP     
    } state_t;
    state_t state, next_state;
    logic [7:0] txbuff;
    logic [2:0] bit_count;
    logic [BAUD_CNT_WIDTH-1:0] baud_count;
    logic ready_sync;
    always_ff @(posedge clk or posedge reset) begin
        if (reset)
            ready_sync <= 1'b0;
        else
            ready_sync <= ready;
    end
    always_ff @(posedge clk or posedge reset) begin
        if (reset)
            state <= S_MARK;
        else
            state <= next_state;
    end
    always_comb begin
        next_state = state;
        case (state)
            S_MARK: begin
                if (ready_sync && tdre)
                    next_state = S_START;
            end
            S_START: begin
                if (baud_count == BAUD_MAX)
                    next_state = S_DATA;
            end
            S_DATA: begin
                if ((baud_count == BAUD_MAX) && (bit_count == 3'd7))
                    next_state = S_STOP;
            end
            S_STOP: begin
                if (baud_count == BAUD_MAX)
                    next_state = S_MARK;
            end
            default: next_state = S_MARK;
        endcase
    end
    always_ff @(posedge clk or posedge reset) begin
        if (reset) begin
            TxD        <= 1'b1;
            tdre       <= 1'b1;
            baud_count <= '0;
            bit_count  <= '0;
            txbuff     <= '0;
        end else begin
            case (state)
                S_MARK: begin
                    TxD        <= 1'b1;
                    baud_count <= '0;
                    bit_count  <= '0;
                    if (ready_sync && tdre) begin
                        txbuff <= tx_data;   
                        tdre   <= 1'b0;      
                    end else begin
                        tdre   <= 1'b1;      
                    end
                end
                S_START: begin
                    TxD <= 1'b0;  
                    if (baud_count == BAUD_MAX) begin
                        baud_count <= '0;
                    end else begin
                        baud_count <= baud_count + 1;
                    end
                end
                S_DATA: begin
                    TxD <= txbuff[0];  
                    if (baud_count == BAUD_MAX) begin
                        baud_count <= '0;
                        txbuff    <= {1'b0, txbuff[7:1]};
                        bit_count <= bit_count + 1;
                    end else begin
                        baud_count <= baud_count + 1;
                    end
                end
                S_STOP: begin
                    TxD <= 1'b1;  
                    if (baud_count == BAUD_MAX) begin
                        baud_count <= '0;
                        tdre       <= 1'b1;  
                    end else begin
                        baud_count <= baud_count + 1;
                    end
                end
                default: begin
                    TxD        <= 1'b1;
                    tdre       <= 1'b1;
                    baud_count <= '0;
                    bit_count  <= '0;
                end
            endcase
        end
    end
endmodule
</file>
<file path="design/flow/run.sh">
#!/bin/bash
# OpenROAD 26Q1-2900-gdf79404cd8, Yosys 0.63+post, stock flow scripts
make -C /OpenROAD-flow-scripts/flow DESIGN_CONFIG=/design/flow/config.mk WORK_HOME=/design/flow/orfs finish
</file>
<file path="design/flow/config.mk">
export PLATFORM = sky130hd
export DESIGN_NAME = echo_uart_top
export DESIGN_NICKNAME = echo_uart_top
export VERILOG_FILES = /design/flow/design.v
export SDC_FILE = /design/flow/constraint.sdc
export NUM_CORES = 4
export LEC_CHECK = 1
export CORE_UTILIZATION = 50
</file>
<file path="design/flow/constraint.sdc">
current_design echo_uart_top

set clk_period 2.8
set clk_io_pct 0.2

create_clock -name clk0 -period $clk_period [get_ports {clk}]

set non_clock_inputs [all_inputs -no_clocks]
set_input_delay [expr $clk_period * $clk_io_pct] -clock clk0 $non_clock_inputs
set_output_delay [expr $clk_period * $clk_io_pct] -clock clk0 [all_outputs]
</file>
==> qor.yml <==
layout:
  layout-drive-gt1-share_pct: 18.5
  post-route-util_pct: 58.3
  flop_area_mm2: 0.00178
  stdcell_count: 372
  logic_area_mm2: 0.00126
  design_area_mm2: 0.00351
  synthToLayoutAreaGrowth_pct: 10.1
  largest_reg_flops: 14
  fillers: 506
clocking:
  ctsHoldBuffers: 0
  insertion_delay_ps: 340
  numCtsBuffers: 9
  clkSinkCount: 71
  cts.path.max_buffers: 2
  cts_resized: 0
  clock_tree.htree_level_count: 3
  cts-root-buf: "clkbuf_8"
  tritoncts: "built"
  post-cts-setup-buffers: 0
  clk_pin_slew_ps: 70
final_timing:
  drv_slew: 0
  relSlewSlack_pct: 56.6
  tns_ps: 0
  post-route-period-util_pct: 75.4
  min_period_ps: 2110
  rsz0062_at_grt: "no"
  hold_viol: 0
  worstMarginPinSlew_ps: 651
  max_freq_mhz: 474
  clock_skew_ps: 12.3
  finalSetupViolCount: 0
critical_path:
  critPathRequiredTime_ps: 3020
  cp_max_fo: 8
  worstPathArrival_ps: 2330
  timing.rr.start: "uart_tx.baud_count[3]$_DFF_PP0_"
  r2r_slack_ps: 690
  crit_chain: "or4b_1 -> nor3_2 -> a31o_1 -> mux2_4"
  crit_buf_inv: 0
  cp_top_family: "simple AND/OR/NAND/NOR gates"
  critPathCaptureType: "flop"
  worstSetupStartpoint: "uart_tx.baud_count[3]$_DFF_PP0_"
  start_kind: "flop"
  criticalPathCategory: "reg2reg"
  max_stage_delay_ps: 540
  slowest_stage: "or4b_1"
  r2r_cells: 4
  r2r-end: "uart_tx.txbuff[6]$_DFFE_PP0P_"
logic_synthesis:
  ys_ff: 71
  ys_cells: 278
  top_cell: "dfrtp_1"
  synth-edff-count: 0
  yosys_area_mm2: 0.00319
  async_flop_share_pct: 100
  seq_area_frac_synth_pct: 55.8
  synthCells: 278
  netlist.area_leader.share_pct: 52.5
  flop_cell: "dfrtp_1"
  synth.distinct_cells: 44
  yosysTopAreaCell: "dfrtp_1"
  topCellsByArea: "dfrtp_1 (53%), mux2_2 (8.5%), ha_1 (3.9%), nor2_1 (3.9%), dfstp_2 (3.3%)"
  top_cells_by_count: "dfrtp_1 (67), nor2_1 (33), mux2_2 (24), nand2_1 (24), inv_1 (14)"
  netlist_area_mm2: 0.00319
  yosys_warnings: 3
  syn_area_per_cell_um2: 11.5
drt:
  drt-wirelength-per-cell_um: 12.6
  diodes: 0
  drtIter0Drc: 100
  dr.pass1.iters: 4
  vias_per_cell: 5.12
  drtAntennaViolNets: 0
  vias: 1905
  wirelength_mm: 4.69
  drc: 0
placement:
  port_buffers: 11
  place_area_mm2: 0.00335
  hpwlAfterDp_mm: 3.19
  dpl.cell_count: 356
  gp_congestion: 0.802
power:
  ir_drop_uv: 448
  total_power_w: 0.00239
  leakagePower_nw: 1.57
  p_per_area_mw_per_mm2: 680
job:
  warning_count: 30
  max_cap_violations: 0
global_route:
  grt_use_total_pct: 16.4
  grt_max_degree: 31
  grt_pass1_wl_mm: 8.13
  grt_overflow: 0
  grt_pass1_vias: 1766
  antenna_found_initial: 0
die:
  die-height_um: 81.9
  fp_util_pct: 53.0
  ios: 12
  core_mm2: 0.00603
  die_area_mm2: 0.00671
  core.rowCount: 28
  fp.dieW_um: 81.9
hold_path:
  hp-start: "tx_ready$_DFFE_PP0P_"
  holdPathEnd: "uart_tx.ready_sync$_DFF_PP0_"
  whs_path_depth: 0
  hp-class: "reg2reg"
status:
  outcome: "complete, no violations"
## where the power goes
| part | internal (W) | total, W | leakage [nW] | switching, W |
|---|---|---|---|---|
| Sequential | 0.00115 | 0.00127 | 0.931 | 0.000118 |
| Clock | 0.000319 | 0.000682 | 0.0764 | 0.000362 |
| Combinational | 0.000282 | 0.000440 | 0.565 | 0.000157 |
## cell families (layout without fill, tap and decap cells)
kind of cell             count (synthesis)  in the layout  synth area share, %
other                                    1              6                0.117
AND-OR/OR-AND                           33             33                 7.25
adder cells (fa/ha/maj)                 10             10                 3.92
flip-flops                              71             71                 55.8
XOR/XNOR                                13             13                 3.57
buffers and inverters                   32             46                 5.14
multiplexers                            32             32                 12.1
AND/OR/NAND/NOR                         86             86                 12.1
## layout by cell type (no fill, tap or decap), types with 2 or more instances in the layout
| master | Yosys | final |
|---|---|---|
| a21oi_1 | 2 | 2 |
| a22o_1 | 3 | 3 |
| a31o_1 | 2 | 2 |
| a32o_1 | 2 | 2 |
| and2_1 | 2 | 2 |
| and3_1 | 3 | 3 |
| buf_4 | 9 | 4 |
| clkbuf_1 | 6 | 3 |
| clkbuf_8 | 0 | 9 |
| clkdlybuf4s50_1 | 0 | 11 |
| clkinv_2 | 0 | 2 |
| clkinvlp_4 | 0 | 2 |
| conb_1 | 1 | 6 |
| dfrtp_1 | 67 | 67 |
| dfstp_2 | 4 | 4 |
| ha_1 | 10 | 10 |
| inv_1 | 14 | 13 |
| mux2_2 | 24 | 24 |
| mux2_4 | 7 | 7 |
| nand2_1 | 24 | 24 |
| nand3_1 | 13 | 13 |
| nor2_1 | 33 | 33 |
| nor3_1 | 3 | 3 |
| o21ai_0 | 10 | 10 |
| o21ai_1 | 3 | 3 |
| o31ai_1 | 2 | 2 |
| xnor2_1 | 9 | 9 |
| xor2_1 | 4 | 4 |
## per-stage QoR
| step | hold slack, ps | setup WS [ps] |
|---|---|---|
| floorplan | 375 | 450 |
| global placement | 392 | 701 |
| detailed placement | 400 | 675 |
| CTS | 416 | 677 |
| global route | 429 | 597 |
| finish | 414 | 688 |
## area by class of cell
| type | count | share of cell area (%) |
|---|---|---|
| flip-flops and latches | 71 | 50.7 |
| multi-input cells | 180 | 36.0 |
| repair buffers | 16 | 4.56 |
| clock buffers | 12 | 3.85 |
| well taps | 75 | 2.67 |
| inverters | 14 | 1.50 |
| clock inverters | 4 | 0.712 |
## how the worst max path moves through the flow
stage	slack, ps	to	cells after the start
after CTS	680	uart_tx.txbuff[6]$_DFFE_PP0P_	4
after global routing	600	uart_tx.txbuff[2]$_DFFE_PP0P_	4
final	690	uart_tx.txbuff[6]$_DFFE_PP0P_	4
## per-layer routing
layer  vias to the layer above  GRT usage [%]  wire length [um]  share of wire [%]
met1                       907           29.0              2530                 54
met2                        23           21.8              1890                 40
met3                        11           3.04               150                3.2
met5                         -              0                 0                  0
li1                        964              -                 -                  -
met4                         0           3.86               121                2.6
Power and IR drop assume default switching activity.
